### ./config.mk
export PLATFORM = sky130hd
export DESIGN_NAME = top
export DESIGN_NICKNAME = top
export VERILOG_FILES = /design/flow/design.v
export SDC_FILE = /design/flow/constraint.sdc
export NUM_CORES = 4
export LEC_CHECK = 1
export CORE_AREA = 10 10 108 108
export DIE_AREA = 0 0 118 118
### ./constraint.sdc
current_design top

set clk_period 6.2
set clk_io_pct 0.2

create_clock -name clk0 -period $clk_period [get_ports {pin_clock}]

set non_clock_inputs [all_inputs -no_clocks]
set_input_delay [expr $clk_period * $clk_io_pct] -clock clk0 $non_clock_inputs
set_output_delay [expr $clk_period * $clk_io_pct] -clock clk0 [all_outputs]
### ./design.v
interface ctrl_bus_if();
  logic clk;
  logic n_reset;
  modport master(input clk, input n_reset);
endinterface
interface io_bus_if #(parameter WIDTH) ();
  logic [WIDTH-1:0] switch;
  logic [WIDTH-1:0] led;
  modport master(input switch, output led);
endinterface
interface mem_bus_if #(parameter ADDR_WIDTH, DATA_WIDTH) ();
  logic [ADDR_WIDTH-1:0] addr;
  logic [DATA_WIDTH-1:0] data;
  modport master(output addr, input data);
  modport slave(input addr, output data);
endinterface
module cpu(
  input  logic clk,
  input  logic n_reset,
  output logic led
);
  logic a, next_a;
  always_ff @(posedge clk) begin
    if (~n_reset) a <= 1'b0;
    else          a <= next_a;
  end
  assign led = a;
  always_comb begin
    next_a = ~a;
  end
endmodule
module prescaler #(parameter RATIO = 2) (
  input  logic quick_clock,
  output logic slow_clock
);
  logic [31:0] counter, next_counter;
  logic inv;
  assign inv = (counter == (RATIO/2 - 1));
  assign next_counter = inv ? 32'd0 : counter + 32'd1;
  always_ff @(posedge quick_clock) counter <= next_counter;
  logic next_slow_clock;
  assign next_slow_clock = inv ? ~slow_clock : slow_clock;
  always_ff @(posedge quick_clock) slow_clock <= next_slow_clock;
endmodule
module top(
  input  logic pin_clock,
  input  logic pin_n_reset,
  output logic pin_led
);
  logic clk;
  prescaler #(.RATIO(100_000_000)) prescaler(
    .quick_clock(pin_clock),
    .slow_clock(clk)
  );
  cpu cpu(.clk, .n_reset(pin_n_reset), .led(pin_led));
endmodule
### ./run.sh
#!/bin/bash
# OpenROAD 26Q1-2900-gdf79404cd8, Yosys 0.63+post, stock flow scripts
make -C /OpenROAD-flow-scripts/flow DESIGN_CONFIG=/design/flow/config.mk WORK_HOME=/design/flow/orfs finish
==> reports/metrics.yaml <==
cap_violations: 0
clk_latency_ps: 290
synthArstFlopShare_pct: 0
yosys_most_used_dff: "dfxtp_1"
grt_pass1_vias: 1126
synthCells: 170
cp-start-kind: "flip-flop"
period_used_pct: 32.1
finalHoldViolCount: 0
rr_startpoint: "prescaler.counter[3]"
drt-initial-drc-count: 47
skew_ps: 9.58
highest_layer: "met4"
crit_slowest_cell: "dfxtp_1"
core-area_um2: 9280
path_buffers: 1
grt_pass1_wl_um: 5470
regArea_um2: 691
worstSetupPathType: "reg -> reg"
clockBufferDepth: 2
yosys_cells: 170
final_max_slew_viol_count: 0
die_x_um: 118
syn_area_um2: 1560
unclocked_pins: 1
portBuffers: 2
cts.repair.resized: 0
worst-path-max-fanout: 14
r2r_setup_slack_ps: 4210
final-setup-viol-count: 0
grt_usage_pct: 4.46
mi_logic_area_um2: 821
status: "complete, no violations"
synth.distinct_cells: 31
cp_num_cells: 4
cts_made_buffers: 5
power.density_nw_per_um2: 206
wl_met3_um: 132
rr_worst_depth: 4
crit_start: "prescaler.counter[3]"
clk_pin_slew_ps: 70
gr-total-overflow: 0
fp-utilization_pct: 16.8
root_buffer: "clkbuf_8"
grt_setup_unrepaired: "false"
untimed_endpoints: 2
required_ps: 6190
warnings: 25
drt-met1-wl_um: 1620
slowest_delay_ps: 430
nFillCells: 1039
synth.avg_cell_area_um2: 9.18
gp_congestion: 0.838
dieArea_um2: 13900
rows: 35
setup_slack_ps: 4210
fin_util_pct: 19.4
synth_seq_share_pct: 44.3
drive_gt1_share_pct: 6.94
yosysWarnings: 2
htreeDepth: 2
crit_path_end: "prescaler.slow_clock"
drc: 0
place_hpwl_um: 2140
cts_tree: "built"
top_level_ports: 3
critPathCaptureType: "flip-flop"
edf_count: 1
tightest_slew_ps: 579
path_delay_family: "simple AND/OR/NAND/NOR gates"
postRouteAntennaNets: 0
insertedDiodeCount: 0
viasPerCell: 4.08
firstDrtPassIters: 4
cts_setup_buffers: 0
die_h_um: 118
tns_ps: 0
relSlewSlack_pct: 61.0
holdWs_ps: 465
ys_chip_area_um2: 1560
antenna_found_initial: 0
crit_chain: "and4_1 -> nand2_1 -> nor4_2 -> buf_4"
period_needed_ps: 1990
p_leak_nw: 0.661
drt-total-wl_um: 3120
crit_arrival_ps: 1990
place_ws_ps: 4230
dr_wl_met2_um: 1300
ir_drop_v: 0.0000645
hp-class: "reg -> reg"
syn2layout_area_growth_pct: 15.2
avgRoutedWirePerCell_um: 10.3
cts-hold-fix-buffers: 0
grt_max_degree: 15
fmax_mhz: 502
synth_flops: 34
vias: 1233
r2r_end: "prescaler.slow_clock"
[report_power, final]
part	leakage (nW)	internal [W]	switching, W
logic	0.339	0.000000665	0.000000101
clock network	0.0439	0.0000774	0.0000803
registers	0.278	0.000213	0
total	0.661	0.000291	0.0000804
[worst min-delay path by stage]
stage	startpoint	to	slack, ps	cells past startpoint
CTS	prescaler.counter[31]	prescaler.counter[31]	470	1
global route	prescaler.counter[31]	prescaler.counter[31]	500	1
finish	prescaler.counter[31]	prescaler.counter[31]	460	1
[cell usage after synthesis (all sizes together) (4+ instances only)]
cell,number,share of area [%]
dfxtp,33,42
nand4,16,7.4
nand3,12,3.8
xnor2,11,6.2
nand2,9,2.2
o21ai,9,2.9
nor2,8,1.9
or3,8,3.2
xor2,8,4.5
a21oi,7,2.2
nor3,7,2.2
and4,6,3.4
nor4,5,2.4
buf,4,1.4
clkbuf,4,0.96
[state kept, by name (all words and copies together), names as in the netlist]
signal                flops
prescaler.counter        32
prescaler.slow_clock      1
cpu.a                     1
[layout by cell type (no fill, tap or decap), types with 7 or more instances in the layout]
master and count:
nor2_1 8, xnor2_1 11, nand3_1 12, dfxtp_1 33, a21oi_1 7, nor3_1 7
nand4_1 15, o21ai_0 9, xor2_1 8, nand2_1 9, or3_1 8
[layer usage]
metal	track usage, %	vias to the layer above
li1	-	632
met1	6.82	568
met2	6.50	27
met3	0.632	6
met4	0.850	0
met5	0	-
[kinds of logic after synthesis]
| kind of cell | count (synthesis) | synth area share (%) |
|---|---|---|
| AND-OR/OR-AND | 23 | 9.30 |
| XOR/XNOR | 19 | 10.7 |
| adder cells (fa/ha/maj) | 1 | 0.802 |
| buffers and inverters | 11 | 3.13 |
| flip-flops | 34 | 44.3 |
| AND/OR/NAND/NOR | 82 | 31.8 |
[area by class of cell]
cell class                 instances  area share [%]
multi-input combinational        125            45.7
sequential                        34            38.4
timing repair buffer               3            1.53
clock buffer                       5            3.83
tap                              129            8.98
clock inverter                     3           0.974
inverter                           3           0.626
[through the flow]
step           std cells  instance area (um^2)  power [W]
2_1_floorplan        170                  1560   0.000218
3_3_place_gp         294                  1710   0.000218
3_5_place_dp         294                  1710   0.000218
4_1_cts              302                  1800   0.000375
5_1_grt              302                  1800   0.000386
6_report             302                  1800   0.000371
Power is estimated from default activity; no workload was simulated.
